## flow/run.sh

```bash
#!/bin/bash
# OpenROAD 26Q1-2900-gdf79404cd8, Yosys 0.63+post, stock flow scripts
make -C /OpenROAD-flow-scripts/flow DESIGN_CONFIG=/design/flow/config.mk WORK_HOME=/design/flow/orfs finish
```

## flow/config.mk

```make
export PLATFORM = sky130hd
export DESIGN_NAME = wb
export DESIGN_NICKNAME = wb
export VERILOG_FILES = /design/flow/design.v
export SDC_FILE = /design/flow/constraint.sdc
export NUM_CORES = 4
export LEC_CHECK = 1
export CORE_AREA = 10 10 76 76
export DIE_AREA = 0 0 86 86
```

## flow/constraint.sdc

```tcl
current_design wb

set clk_period 1.5
set clk_io_pct 0.2

create_clock -name clk0 -period $clk_period

set non_clock_inputs [all_inputs -no_clocks]
set_input_delay [expr $clk_period * $clk_io_pct] -clock clk0 $non_clock_inputs
set_output_delay [expr $clk_period * $clk_io_pct] -clock clk0 [all_outputs]
```

## flow/design.v

```verilog
`default_nettype none
module wb (RegSrc, PC, MemData, ALUData, RegData, WData, RegDst, Inst, WRegister);
   input wire [1:0] RegDst, RegSrc;  
   input wire [15:0] PC, MemData, ALUData, RegData;  
   input wire [15:0] Inst;  
   output wire [15:0] WData;  
   output wire [2:0] WRegister;  
   assign WRegister = RegDst[1] ? (RegDst[0] ? 3'b111 : Inst[4:2]) : (RegDst[0] ? Inst[10:8] : Inst[7:5]);
   assign WData = RegSrc[1] ? (RegSrc[0] ? RegData : ALUData) : (RegSrc[0] ? MemData : PC);
endmodule
`default_nettype wire
```

==> flow_summary.toml <==
# synthesis and place-and-route metrics
[min_path]
holdPathEnd = "WRegister[0]"
hold_depth = 4
hold_start = "Inst[2]"
hp-class = "in -> out"

[setup_path]
cp-start-kind = "input port"
crit_family = "multiplexers"
cp_cell_sequence = "buf_12 > buf_12 > mux4_2 > buf_2"
slowest_stage = "mux4_2"
critPathMaxStageDelay_ns = 0.50
critPathBufInv = 3
cp_max_fo = 8
cp.arrival_ns = 1.16
required_ns = 1.20
endpoint_kind = "output port"
criticalPathCategory = "in -> out"
crit_path_frequent_cell = "buf_12"

[detailed_routing]
wl_per_cell_um = 18.8
ant_nets = 0
drt-met1-wl_um = 1320
drc_errors = 0
via_count = 749
firstDrtPassIters = 2
diodes = 0
routed.top_layer = "met4"
vias_per_cell = 4.30
wl_met2_um = 1180
wl_um = 3260
initialDrtViolationCount = 2
wl_met3_um = 735

[pwr]
ir_worst_vdd_uv = 93.3
pwr_density_cell_nw_per_um2 = 240
power_leakage_nw = 0.683

[floorplanning]
initial_utilization_pct = 11.9
fp.dieW_um = 86
ios = 103
rows = 23
die_y_um = 86
die_area_um2 = 7400
coreArea_um2 = 4120

[job]
warnings = 40
cap_violations = 0

[timing]
whs_ns = 1.02
finalSetupViolations = 0
rsz0062_at_grt = "false"
hold_viol = 0
slew_violations = 0
slew_headroom_pct = 91.5
worst_pin_slew_ns = 0.127
fin_crit_ns = 1.46
clock.fmax_mhz = 686
min_period_over_period_pct = 97.1
final.setup.worst_slack_ns = 0.0433

[grt]
grt_pass1_wl_um = 5000
grt_max_degree = 9
grt-ovfl-total = 0
grtUsageTotal_pct = 8.54
grt_pass1_vias = 964
antenna_found_initial = 0

[cells_and_area]
drive_above_1_share_pct = 37.1
nClkBuffers = 0
regArea_um2 = 0
flops = 0
mostFrequentLayoutCell = "dlygate4sd2_1"
syn_to_final_growth_pct = 184
final_util_pct = 33.8
fin_cells = 174
lay_top_cells = "dlygate4sd2_1, buf_2, mux4_2"

[yosys]
ys_warn_count = 0
synthCells = 27
synth_area_um2 = 490
synth_area_per_cell_um2 = 18.2
synth_seq_share_pct = 0
ys_cells = 27
ys_chip_area_um2 = 490
ys_types = 8

[placed_design]
routabilityCongestion = 0.794
numPortBuffers = 96
post-place-cells = 172
dp_slack_ns = -0.806
detailed_place_hpwl_um = 2790

[outcome]
status = "finished, final reports clean"

[clocking]
postCtsHoldBufs = 0
cts_setup_buffers = 0
==> cell type report <==
class	instances	area, um^2
tap	50	62.6
timing repair buffer	101	892
fill	456	2720
multi-input combinational	23	438
==> layer usage <==
metal,vias to the layer above,GRT usage [%]
li1,329,-
met4,0,0.599
met5,-,0
met2,88,12.0
met1,330,10.0
met3,2,7.53
==> cell usage after synthesis <==
master    number  area [um^2]
buf_12         1         20.0
buf_2          2         10.0
buf_6          1         11.3
mux2_2         3         33.8
mux4_1         6          158
mux4_2        10          225
nand2b_1       1         6.26
o22a_1         3         26.3
==> report_power, final <==
part	switching [mW]	total (mW)	internal, mW	leakage, nW
sequential	0	0	0	0
clock	0	0	0	0
combinational	0.0840	0.335	0.251	0.683
==> worst max path at each step <==
stage          from           end  cells after the start
6_report  RegSrc[0]     WData[11]                      4
4_1_cts     Inst[5]  WRegister[0]                      4
5_1_grt   RegSrc[0]     WData[14]                      4
==> kinds of logic after synthesis <==
| logic type | after synthesis | synth area share (%) |
|---|---|---|
| AND-OR/OR-AND | 3 | 5.36 |
| buffers and inverters | 4 | 8.42 |
| AND/OR/NAND/NOR | 1 | 1.28 |
| multiplexers | 19 | 84.9 |
==> tightest hold or removal path: cells and delay by family <==
| family | cells | cell delay, ns |
|---|---|---|
| compound gates | 1 | 0.12 |
| buf+inv | 2 | 0.17 |
| mux | 1 | 0.14 |
==> metrics by stage <==
step	TNS (ns)	total power, mW	area, um^2
6_report	0	0.335	1390
5_1_grt	0	0.368	1390
4_1_cts	-0.0273	0.341	1380
3_5_place_dp	-13.90	0.425	1520
3_3_place_gp	-13.96	0.425	1520
2_1_floorplan	0	0.103	490
==> repair_timing <==
item                                   4_1_cts  5_1_grt
setup endpoints to repair                   19        9
pin swaps                                    3        1
endpoints found under the hold margin        0        0
resized                                    151        6
cloned                                       2        0
No activity file was given, so power comes from the tool's default toggle rates.
